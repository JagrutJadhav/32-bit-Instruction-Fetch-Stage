--- design.v ---
`timescale 1ns / 1ps
module program_memory(input [4:0] address,
                      input PM_rd,PM_wr, 
                      input clk, 
                      input [31:0] input_inst,
                      output reg [31:0] inst
);
 reg [31:0] ram [31:0];
 reg [31:0] outinst;
always @ (posedge clk) begin
if(!PM_wr && PM_rd)
inst <= ram[address];
else if (PM_wr && !PM_rd)begin
    ram[address] <= input_inst;
end
else inst <= 32'dz;
end
endmodule
--- constraint.sdc ---
current_design program_memory

set clk_period 10.2
set clk_io_pct 0.2

create_clock -name clk0 -period $clk_period [get_ports {clk}]

set non_clock_inputs [all_inputs -no_clocks]
set_input_delay [expr $clk_period * $clk_io_pct] -clock clk0 $non_clock_inputs
set_output_delay [expr $clk_period * $clk_io_pct] -clock clk0 [all_outputs]
--- config.mk ---
export PLATFORM = sky130hd
export DESIGN_NAME = program_memory
export DESIGN_NICKNAME = program_memory
export VERILOG_FILES = /design/flow/design.v
export SDC_FILE = /design/flow/constraint.sdc
export NUM_CORES = 4
export LEC_CHECK = 1
export CORE_UTILIZATION = 30
--- run.sh ---
#!/bin/bash
# OpenROAD 26Q1-2900-gdf79404cd8, Yosys 0.63+post, stock flow scripts
make -C /OpenROAD-flow-scripts/flow DESIGN_CONFIG=/design/flow/config.mk WORK_HOME=/design/flow/orfs finish
==> writeup.txt <==
Once layout is complete, the utilization of the core stands at 35.5%. The die extent in x works out to 368 um. Summing all placed instances gives a cell area of 43600 um2.

Across all layers, the routed design uses 20200 vias. Per the OpenROAD floorplan log, the height of the die is 368 um. In this run the tool buffered the top-level ports with 71 buffer cells.

The iteration count recorded for the first detailed-route pass is 8. The final hold violation count recorded for this run is 0. With the biggest fanout along the worst timing path at 53, the largest vdd supply drop is 0.150 mV. The run gives 4 for the hold-critical path depth. The worst setup margin is 5.19 ns. The kind of critical path is primary input to flip-flop. The post-detailed-route via-to-cell ratio works out to 4.90. The endpoint identified for the worst register-to-register timing path is inst[9].

Data on the critical path arrives at its endpoint at 5.39 ns. For the pin with the worst max-slew slack, the measured transition is 1.16 ns. The tools report the worst max-slew margin expressed relative to the limit as 21.7%. The report lists the power per cell area as 192 nW/um2. For this run, asynchronously set or reset flops after synthesis account for 0%. The total routed wirelength came out at 97800 um. Recorded from the global router log, the overflow total was 0. The synthesized design spends more area on one cell type than any other, namely edfxtp_1.

The synthesis report lists the Yosys warning total as 2. The tools report the number of max-capacitance violations reported as 0. Busiest layer in global routing: met2. Per the post-synthesis report, the number of cells in the design is 2110. Once detail routing completed, the nets flagged for antenna violations numbered 0. Clock-pin slew was measured on the worst setup and hold paths at 0.06 ns. In the final layout, the share of cells above drive strength 1 is 14.2%.

The synthesized area per cell is 19.0 um2. The number of H-tree branching levels is 3, and the number of cell instances after yosys synthesis is 2110. After floorplanning, the die was sized to cover 135000 um2. STA classifies the critical path startpoint as a primary input.

The post-synthesis sequential element count was 1056. The worst-case hold path end point is inst[28]. The final standard cell area without fillers was 47000 um2. Setup repair after global routing left no endpoint under its margin. The report lists the number of cells resized after CTS as 0. For the core region area, the log shows 132000 um2. The top flip-flop cell by instance count after synthesis is edfxtp_1. Most prevalent standard cell on the critical path: buf_4. For the number of antenna violations at the first check in global routing, the log shows 4. For the wire length of the first global-routing pass, the log shows 142000 um. The number of flops mapped to enable cells by yosys came out at 1056. Routing usage on met2: 23.1%.

The buffer levels on the longest clock path was 3; the number of slew-limit violations in the final report was 0. For the final routed database, the setup TNS stands at 0 ns. The number of global-route vias before repair is 21400, and the cell leakage power is 15.8 nW. The floorplan report gives the top-level pin count as 72. Largest delay contributor family on the critical path: buffers and inverters.

The post-synth design cell area was 40200 um2. The flow ran to the end, and the final reports show no timing, DRC or antenna violations. The total routing resource utilization after global routing was 15.3%.

By count the netlist is led by 1056 x edfxtp_1, 512 x mux2i_1, 236 x o22ai_1. For reference, the top cells by area after synthesis are edfxtp_1 79%, mux2i_1 13%, o22ai_1 3.7%. According to the timing report, the data required time at the worst endpoint equals 10.58 ns. Prior to clock tree synthesis, the placed netlist has a worst setup slack of 4.46 ns.

Worst-path cell with the longest stage delay: buf_4. According to the CTS report, the clock sink count is 1056. After the first detailed-routing iteration, the DRC count stood at 1138. The run gives 24 for the count of unique library cells instantiated by Yosys. The area occupied by multi-input gates was 8080 um2. Buffers inserted to repair hold after CTS numbered 0. For this run the top cell type by instance count after synthesis was edfxtp_1. The final critical-path required period was 5.01 ns.

The post-detailed-route wirelength per cell is 23.8 um. TritonCTS built the clock tree. The number of setup violations in the final report was 0. For the final database, setup skew stands at 0.0399 ns. The placer's final routability congestion estimate is 0.855, and the count of buffers added by post-CTS timing repair for setup is 0. The synthesis-to-layout area growth was 16.9%.

Share of the synthesized area in the top cell type: 79.0%. Counting the fill cells in the layout gives 12100. The part of the cycle the worst path needs was 49.1%; the number of cells traversed by the worst register-to-register path was 5. The report lists the cells along the critical path as buf_8 > buf_4 > buf_4 > buf_4 > mux2i_1 > o22ai_1 > nor4_1 > nand2_1. The post-synthesis sequential area ratio is 79.0%. The start point of the worst min-delay path was ram[8][28].

The run gives 103 as the number of buffers inserted during clock tree synthesis. In this run the register-to-register setup slack is 8.09 ns. Derived from the worst setup path, the maximum achievable clock frequency is 0.200 GHz. Reg-to-reg critical path startpoint: ram[15][9]. The class of the worst hold path was flip-flop to flip-flop.

At the floorplan stage, the core utilization is reported as 30.4%. For this run, global-route usage on met3 was measured as 11.4%. The largest stage delay on the critical path was 0.73 ns. Entering global routing, the biggest net connects 100 pins. The routed layout reports a DRC error count of 0. STA classifies the critical path endpoint as a flip-flop. The timing report notes that buffer and inverter cells on the critical path total 4. OpenROAD emitted warnings numbering 26. The area figure in the yosys stat output came out at 40200 um2. After floorplanning, the core was divided into 133 placement rows. Clock tree synthesis selected as its root buffer the cell clkbuf_16.

At the later pin of the worst-skew pair, clock insertion delay measures 0.69 ns. The wire-length estimate of the detail-placed layout is 56700 um. Across the whole layout, storage elements account for 31700 um2. The run gives 17.7% for the global-route track usage on met1.
flip-flops by register name, indices dropped and copies added, names as in the netlist:
register,count
ram,1024
inst,32
per-stage QoR:
| stage | total power [mW] | std cells | hold WS (ns) |
|---|---|---|---|
| 4_1_cts | 9.09 | 4114 | 0.720 |
| 3_3_place_gp | 5.36 | 3924 | 0.694 |
| 5_1_grt | 9.29 | 4114 | 0.774 |
| 2_1_floorplan | 5.12 | 2110 | 0.647 |
| 6_report | 9.02 | 4115 | 0.719 |
| 3_5_place_dp | 5.37 | 3924 | 0.701 |
layout by cell type (no fill, tap or decap), types with 2 or more instances in the layout:
cell type,n
buf_12,2
buf_4,112
bufinv_16,11
clkbuf_1,13
clkbuf_16,106
clkdlybuf4s50_1,70
clkinv_1,25
clkinv_2,23
clkinv_4,2
clkinvlp_4,5
edfxtp_1,1056
inv_6,2
mux2i_1,512
nand2_1,36
nand3b_1,2
nand4b_1,5
nand4bb_4,5
nor2_1,3
nor2_4,28
nor3_2,4
nor4_1,62
nor4_2,2
o22ai_1,236
o22ai_2,20
or3_1,2
or3b_2,2
or4b_2,3
power breakdown:
part	total (mW)	switching (mW)	internal [mW]
Combinational	0.416	0.255	0.161
Clock	3.76	1.58	2.18
Sequential	4.85	0.0226	4.83
Total	9.02	1.86	7.17
kinds of logic (layout without fill, tap and decap cells):
family | after synthesis | count (layout) | synth area share (%)
other cells | 0 | 1 | 0
flops | 1056 | 1056 | 79.0
simple gates | 160 | 160 | 2.23
compound gates | 256 | 256 | 4.30
buf+inv | 126 | 375 | 1.75
mux | 512 | 512 | 12.8
final cells by class:
cell class	instances	area share (%)
repair buffers	185	3.40
well taps	1755	4.68
clock inverters	71	1.44
flip-flops and latches	1056	67.5
multi-input cells	928	17.2
diodes	1	0.00533
clock buffers	119	5.75
tightest hold or removal path: cells and delay by family (launching register included):
family	cells	cell delay [ns]
DFF	1	0.31
and+or+nand+nor	2	0.12
muxes	1	0.07
AOI/OAI and AO/OA	1	0.11
how the worst max path moves through the flow:
| stage | startpoint | to | cells past startpoint |
|---|---|---|---|
| after CTS | address[1] | inst[22] | 8 |
| after global routing | address[1] | inst[26] | 8 |
| final | address[1] | inst[22] | 8 |
metal layers:
layer	vias to the layer above	share of wire, %
li1	8974	-
met1	9872	36
met2	1203	47
met3	122	15
met4	2	2.2
met5	-	0.013
No activity file was given, so power comes from the tool's default toggle rates.
