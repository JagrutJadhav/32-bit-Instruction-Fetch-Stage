`flow/config.mk`:
```
export PLATFORM = sky130hd
export DESIGN_NAME = MDR_2
export DESIGN_NICKNAME = MDR_2
export VERILOG_FILES = /design/flow/design.v
export SDC_FILE = /design/flow/constraint.sdc
export NUM_CORES = 4
export LEC_CHECK = 1
export CORE_UTILIZATION = 30
```
`flow/constraint.sdc`:
```
current_design MDR_2

set clk_period 2.9
set clk_io_pct 0.2

create_clock -name clk0 -period $clk_period [get_ports {clk}]

set non_clock_inputs [all_inputs -no_clocks]
set_input_delay [expr $clk_period * $clk_io_pct] -clock clk0 $non_clock_inputs
set_output_delay [expr $clk_period * $clk_io_pct] -clock clk0 [all_outputs]
```
`flow/design.v`:
```
`timescale 1ns / 1ps
module MDR_2(input MDR_rd,MDR_wr,  
             input clk,
             input [31:0] instin,
             output reg [31:0] inst
 );
 reg [31:0] instram;
 reg [31:0]instout;
 always @ (posedge clk) begin
 if(MDR_wr)begin
    instram <= instin;
 end
 else if (MDR_rd )begin
    inst <= instram;
 end
 else begin
   instram <= instram;
 end
 end
endmodule
```
`flow/run.sh`:
```
#!/bin/bash
# OpenROAD 26Q1-2900-gdf79404cd8, Yosys 0.63+post, stock flow scripts
make -C /OpenROAD-flow-scripts/flow DESIGN_CONFIG=/design/flow/config.mk WORK_HOME=/design/flow/orfs finish
```
==> impl_metrics.env <==
# implementation run metrics
export IMPL_antenna_cells=0
export IMPL_gp_congestion=0.709
export IMPL_core_region_area_um2=6060
export IMPL_cpLargestDelayFamily="buffers and inverters"
export IMPL_wl_per_cell_um=12.9
export IMPL_grt_antenna_before_repair=0
export IMPL_postLayoutCoreUtil_pct=47.0
export IMPL_skew_ps=4.51
export IMPL_crit_type="reg2out"
export IMPL_final_setup_worst_slack_ps=1180
export IMPL_postCtsSetupBuffers=0
export IMPL_p_leak_nw=0.966
export IMPL_yosys_area_um2=1940
export IMPL_ioPinCount=67
export IMPL_p_total_mw=1.77
export IMPL_postLayoutCellArea_um2=2850
export IMPL_nFillCells=502
export IMPL_crit_fanout=1
export IMPL_cts_buffers=9
export IMPL_netlist_area_um2=1940
export IMPL_post_place_cells=207
export IMPL_drt_total_wl_um=2880
export IMPL_ant_nets=0
export IMPL_avgSynthCellArea_um2=29.8
export IMPL_rsz0062_at_grt="no"
export IMPL_outcome="completed"
export IMPL_yosysWarnings=1
export IMPL_die_w_um=82.3
export IMPL_place_area_um2=2690
export IMPL_cap_violations=0
export IMPL_path_cells="clkdlybuf4s50_1"
export IMPL_slowest_stage="clkdlybuf4s50_1"
export IMPL_gr_total_overflow=0
export IMPL_dr_total_vias=900
export IMPL_initialDrtViolationCount=47
export IMPL_worstMarginPinSlew_ps=753
export IMPL_cts_buffer_depth=2
export IMPL_placement_io_buffers=66
export IMPL_die_height_um=82.3
export IMPL_ctsHtreeMaxLevel=3
export IMPL_yosysSeqAreaShare_pct=99.3
export IMPL_clk_latency_ps=320
export IMPL_post_route_drc_count=0
export IMPL_max_freq_mhz=581
export IMPL_dieArea_um2=6780
export IMPL_cp_arrival_ps=1140
export IMPL_grtUsageTotal_pct=9.61
export IMPL_slew_violations=0
export IMPL_endpoint_kind="output port"
export IMPL_ys_cells=65
export IMPL_hold_slack_ps=414
export IMPL_worstHoldPathType="reg2reg"
export IMPL_warning_count=25
export IMPL_yosysUniqueCellTypes=2
export IMPL_ys_ff=64
export IMPL_clock_sinks=64
export IMPL_grt_pass1_vias=882
export IMPL_setup_viol_count_final=0
export IMPL_cts_tree="built"
export IMPL_grt_pass1_wl_um=4310
export IMPL_fp_util_pct=31.9
export IMPL_p_per_area_nw_per_um2=623
export IMPL_cts_resized=0
export IMPL_num_rows=28
export IMPL_path_clk_slew_ps=60
export IMPL_firstDrtPassIters=3
export IMPL_area_growth_pct=47.1
export IMPL_tns_ps=0
export IMPL_max_stage_delay_ps=470
export IMPL_required_ps=2320
export IMPL_fin_crit_sh_pct=59.4
export IMPL_layout_top_cells="clkdlybuf4s50_1, edfxtp_1, clkbuf_8"
export IMPL_ir_worst_vdd_mv=0.387
export IMPL_synthCells=65
export IMPL_start_kind="register"
export IMPL_clockRootBuffer="clkbuf_8"
export IMPL_grt_max_degree=34
export IMPL_period_needed_ps=1720
export IMPL_drive_gt1_share_pct=10.1
export IMPL_hold_viol=0
export IMPL_relSlewSlack_pct=49.8
export IMPL_cp_num_buf_inv=1
export IMPL_stdcell_count=223
export IMPL_cts_hold_buf=0
export IMPL_via_per_inst=4.04
export IMPL_final_common_cell="clkdlybuf4s50_1"
export IMPL_dp_slack_ps=992
[report_power, final]
group	switching, mW	internal [mW]	total (mW)	leakage, nW
Combinational	0.0254	0.0631	0.0886	0.271
Clock	0.295	0.296	0.591	0.0823
Sequential	0.0118	1.08	1.09	0.614
Total	0.332	1.44	1.77	0.966
[synthesized netlist by cell type]
master	count	area (um^2)
edfxtp_1	64	1920
nor2b_4	1	13.8
[routing by layer]
metal  share of wire, %  wire (um)  track usage [%]  up-vias
met5                  0          0                0        -
li1                   -          -                -      419
met1                 39       1120             14.6      414
met4               0.52         15             1.05        0
met2                 44       1280             12.6       63
met3                 16        474             6.58        4
[cells by family after synthesis]
group	Yosys count	synth area share, %
DFF	64	99.3
and+or+nand+nor	1	0.711
[state kept, by name, summed over array words and instances, names as in the netlist]
| name | count |
|---|---|
| inst | 32 |
| instram | 32 |
[layout make-up]
type | count | area [um^2] | area share [%]
clock inverters | 6 | 26.3 | 0.923
flip-flops and latches | 64 | 1920 | 67.5
repair buffers | 67 | 663 | 23.3
clock buffers | 10 | 128 | 4.48
well taps | 75 | 93.8 | 3.30
multi-input cells | 1 | 13.8 | 0.484
[path summary, 6_finish.rpt]
path / start / to / slack, ps / cells after the start
worst max-delay path: inst[16] / inst[16] / 1180 / 1
worst min-delay path: instram[27] / inst[27] / 410 / 0
worst max register to register: instram[12] / inst[12] / 2280 / 0
worst min register to register: instram[27] / inst[27] / 410 / 0
Power is estimated from default activity; no workload was simulated.
