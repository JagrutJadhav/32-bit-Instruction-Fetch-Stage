[flow/constraint.sdc]
current_design IR

set clk_period 2.9
set clk_io_pct 0.2

create_clock -name clk0 -period $clk_period [get_ports {clk}]

set non_clock_inputs [all_inputs -no_clocks]
set_input_delay [expr $clk_period * $clk_io_pct] -clock clk0 $non_clock_inputs
set_output_delay [expr $clk_period * $clk_io_pct] -clock clk0 [all_outputs]
[flow/run.sh]
#!/bin/bash
# OpenROAD 26Q1-2900-gdf79404cd8, Yosys 0.63+post, stock flow scripts
make -C /OpenROAD-flow-scripts/flow DESIGN_CONFIG=/design/flow/config.mk WORK_HOME=/design/flow/orfs finish
[flow/design.v]
`timescale 1ns / 1ps
module IR(input IR_rd,IR_wr,  
          input clk,
          input [31:0] inst,
          output reg [31:0] fetchout
 );
 reg [31 :0] instram;
 always @ (posedge clk) begin
if (IR_wr && !IR_rd)begin
   instram <= inst;
end
else if (!IR_wr && IR_rd)begin
   fetchout <= instram;
end
else begin
  fetchout <= 32'dz;
end
 end
endmodule
[flow/config.mk]
export PLATFORM = sky130hd
export DESIGN_NAME = IR
export DESIGN_NICKNAME = IR
export VERILOG_FILES = /design/flow/design.v
export SDC_FILE = /design/flow/constraint.sdc
export NUM_CORES = 4
export LEC_CHECK = 1
export CORE_UTILIZATION = 30
==> qor.csv <==
stage,metric,value,unit
place,io_buffer_count,66,
critical_path,startpoint_type,flip-flop,
layout,layout_cell_share_with_drive_strength_beyond_1,10.67,%
critical_path,crit_arrival,1140,ps
pwr,leakage,0.9880,nW
clocking,clk-insertion-delay-late,320,ps
job,maxCapViolCount,0,
yosys,sequential_share_of_the_synthesized_area,99.35,%
critical_path,cp.required,2320,ps
critical_path,crit_fanout,1,
clocking,cts-root-buf,clkbuf_8,
grt,grt.met1_usage,11.39,%
yosys,netlist-cell-type-count,3,
pwr,p_per_area,640.1,mW/mm^2
grt,grt.met3_usage,5.240,%
floorplanning,boundaryPins,67,
routing,drc_violations_left,0,
final_timing,setup_repair_after_global_routing_missed_its_margin,no,
place,gp_congestion,0.6685,
critical_path,cpMaxStageDelayCell,clkdlybuf4s50_1,
final_timing,finalCritPeriodShare,59.14,%
grt,grt_antenna_before_repair,0,
clocking,numCtsBuffers,9,
final_timing,relSlewSlack,73.53,%
grt,grt_pass1_wl,3870,um
yosys,post_synth_top_area_cell,edfxtp_1,
routing,firstDrtPassIters,3,
clocking,clock_path_buffers,2,
layout,area.growth.synth_to_final,48.19,%
final_timing,finalClockSkew,2.750,ps
yosys,post_synth_instance_area,0.001934,mm^2
final_timing,tightest_slew,397.1,ps
clocking,holdBufCountCts,0,
clocking,cts_tree,yes,
final_timing,aggregate_negative_setup_slack,0,ps
layout,final_cells,225,
pwr,vdd_drop_max,0.3190,mV
grt,grt_pass1_vias,869,
final_timing,period_needed,1715,ps
final_timing,whs,416.6,ps
floorplanning,die_y_size,82.30,um
routing,via_count,887,
clocking,clock_sinks,64,
grt,grt_overflow,0,
floorplanning,design.die.area,0.006773,mm^2
yosys,syn_area_per_cell,29.31,um^2
layout,final_cell_area,0.002867,mm^2
yosys,top_area_share,99.35,%
grt,gr-usage-met2,11.49,%
clocking,post_cts_buffers,0,
yosys,ys_ff,64,
yosys,synth-area-yosys,0.001934,mm^2
floorplanning,rows,28,
job,openroad.warnings,25,
critical_path,critical_path.cell_chain,clkdlybuf4s50_1,
final_timing,drv_slew,0,
grt,maximum_number_of_pins_on_one_net_before_global_route_repair,33,
final_timing,setup_viol,0,
floorplanning,initial_core_util,31.92,%
routing,initialDrtViolationCount,17,
floorplanning,core_box_area,0.006061,mm^2
worst_hold_path,hp-class,flip-flop to flip-flop,
final_timing,final_hold_viol_count,0,
place,dp.cells,209,
place,standard_cell_area_after_detailed_placement,0.002711,mm^2
routing,routed_wirelength,2814,um
routing,antenna_violating_nets_post_route,0,
status,outcome,"complete, no violations",
yosys,synthTopCellsByArea,"edfxtp_1, nand2b_1, nor2b_1",
yosys,ys_warn_count,2,
grt,grt-busiest-layer,met2,
critical_path,setup_cp_type,flip-flop to output pin,
clocking,cts_resized,0,
yosys,synth-cells-yosys,66,
clocking,cts_htree_levels,3,
routing,diodes_inserted,0,
routing,vias_per_cell,3.942,
critical_path,critical_path.endpoint_type,output pin,
final_timing,max_freq,583.1,MHz
critical_path,slowest_delay,490,ps
clocking,cts.reportedPaths.clkPinSlew,60,ps
grt,grt_usage,8.381,%
routing,routedWlPerCell,12.51,um
critical_path,critical_path.top_delay_family,buffers and inverters,
yosys,syn_inst,66,
critical_path,critical_path.n_buffers_inverters,1,
floorplanning,fp.dieW,82.30,um
## final cells by class
class,count,area (um^2)
clock buffers,11,131.4
clock inverters,5,23.77
fillers,497,3194
multi-input cells,2,20.02
flip-flops and latches,64,1922
well taps,75,93.84
repair buffers,68,675.6
## worst paths after layout
check / cells past startpoint / startpoint / to / slack [ps]
worst max-delay path: 1 / fetchout[27] / fetchout[27] / 1180
worst min-delay path: 0 / instram[15] / fetchout[15] / 420
worst max register to register: 0 / instram[3] / fetchout[3] / 2280
worst min register to register: 0 / instram[15] / fetchout[15] / 420
## cell families after synthesis
kind of cell / Yosys count / synth area share, %
DFF: 64 / 99.35
and+or+nand+nor: 2 / 0.6472
## metal layers
metal / up-vias / wire (um)
li1: 426 / -
met1: 399 / 1086
met2: 54 / 1194
met3: 8 / 459
met4: 0 / 74
met5: - / 0
## registers in the layout, summed over array words and instances (netlist names)
name      cells
fetchout     32
instram      32
## metrics by stage
step	setup WS [ps]	utilization [%]	total power [mW]
6_report	1185	47.30	1.835
5_1_grt	1133	47.30	1.918
4_1_cts	1167	47.30	1.858
3_5_place_dp	936.5	44.74	1.271
3_3_place_gp	971.9	44.74	1.267
2_1_floorplan	442.3	-	1.137
## cell usage in the layout (no fill, tap or decap)
cell	instances
edfxtp_1	64
clkinv_1	1
buf_4	2
clkbuf_8	9
nand2b_1	1
nor2b_4	1
clkinv_2	4
clkbuf_1	2
clkdlybuf4s50_1	66
## power by group
group | switching, mW | internal (mW) | leakage [nW]
combinational | 0.0278 | 0.103 | 0.277
sequential | 0.0171 | 1.10 | 0.626
clock | 0.286 | 0.301 | 0.0843
## Yosys cell counts
master,instances
edfxtp_1,64
nand2b_1,1
nor2b_1,1
Power figures rest on the tool's default switching activity, not on a simulated workload.
